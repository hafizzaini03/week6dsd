File: config.mk
export PLATFORM = sky130hd
export DESIGN_NAME = lab3a
export DESIGN_NICKNAME = lab3a
export VERILOG_FILES = /design/flow/design.v
export SDC_FILE = /design/flow/constraint.sdc
export NUM_CORES = 4
export LEC_CHECK = 1
export CORE_AREA = 10 10 91 91
export DIE_AREA = 0 0 101 101
File: constraint.sdc
current_design lab3a

set clk_period 1.7
set clk_io_pct 0.2

create_clock -name clk0 -period $clk_period [get_ports {clk}]

set non_clock_inputs [all_inputs -no_clocks]
set_input_delay [expr $clk_period * $clk_io_pct] -clock clk0 $non_clock_inputs
set_output_delay [expr $clk_period * $clk_io_pct] -clock clk0 [all_outputs]
File: design.v
module adder(n, d, c_in, sum, c_out);
input n, d, c_in;
output sum, c_out;
assign sum = n ^ d ^ c_in;
assign c_out = (n & d) | (d & c_in) | (n & c_in);
endmodule
module circuit_a(cout, v, A);
input cout;
input [3:0] v;
output reg [3:0] A;
	always @({cout, v}) 
		case({cout, v})
			5'b01010: A = 4'b0000;
			5'b01011: A = 4'b0001;
			5'b01100: A = 4'b0010;
			5'b01101: A = 4'b0011;
			5'b01110: A = 4'b0100;
			5'b01111: A = 4'b0101;
			5'b10000: A = 4'b0110;
			5'b10001: A = 4'b0111;
			5'b10010: A = 4'b1000;
			5'b10011: A = 4'b1001;
			default: A = 4'bXXXX;
		endcase
endmodule
module circuit_b(z, d1_seg);
input z;
output reg [6:0] d1_seg;
parameter BLANK = 7'b1000000;   
parameter ONE   = 7'b1111001;   
always @(*) begin
    if (z)
        d1_seg = ONE;
    else
        d1_seg = BLANK;
end
endmodule
module comparator(v, z);
input [3:0] v;
output reg z;
	always @(*) begin
		if (v > 4'b1001)
			z = 1;
		else
			z = 0;
	end
endmodule
module decoder(m, seg);
input [3:0] m;
output reg [6:0] seg;
	always @(*) begin
		case (m)
			4'd0: seg = 7'b1000000;
			4'd1: seg = 7'b1111001;
			4'd2: seg = 7'b0100100;
			4'd3: seg = 7'b0110000;
			4'd4: seg = 7'b0011001;
			4'd5: seg = 7'b0010010;
			4'd6: seg = 7'b0000010;
			4'd7: seg = 7'b1111000;
			4'd8: seg = 7'b0000000;
			4'd9: seg = 7'b0010000;
			default: seg = 7'b1111111;     
		endcase
	end
endmodule
module lab3a(clk, rst, ld, cin, a, b, d2, d1, d0);
    input clk, rst, ld, cin;
    input [7:0] a, b;
    output [6:0] d2, d1, d0;
    wire [7:0] s;
    wire [3:0] A1, A2, m1, m2;
    wire [7:1] c;
    wire gr1, gr2, z1, z2, cout1, cout2;
    wire [3:0] reg4bit_output;
    wire [4:0] reg5bit_output;
    adder f0(a[0], b[0], cin,  s[0], c[1]);
    adder f1(a[1], b[1], c[1], s[1], c[2]);
    adder f2(a[2], b[2], c[2], s[2], c[3]);
    adder f3(a[3], b[3], c[3], s[3], cout1);
    comparator c0(s[3:0], gr1);
    assign z1 = cout1 | gr1;
    circuit_a a0(cout1, s[3:0], A1);
    mux21 M0(z1, s[3:0], A1, m1);
    reg4bit r1(clk, rst, ld, m1, reg4bit_output);
    decoder Dec0(reg4bit_output, d0);
    adder f4(a[4], b[4], z1, s[4], c[5]);
    adder f5(a[5], b[5], c[5], s[5], c[6]);
    adder f6(a[6], b[6], c[6], s[6], c[7]);
    adder f7(a[7], b[7], c[7], s[7], cout2);
    comparator c1(s[7:4], gr2);
    assign z2 = cout2 | gr2;
    circuit_a a1(cout2, s[7:4], A2);
    mux21 M1(z2, s[7:4], A2, m2);
    reg5bit r2(clk, rst, ld, {z2, m2}, reg5bit_output);
    decoder Dec1(reg5bit_output[3:0], d1);
    circuit_b b0(reg5bit_output[4], d2);
endmodule
module mux21(sel, a, b, y);
input sel;
input [3:0] a, b;
output [3:0] y;
assign y = sel ? b : a;
endmodule
module reg4bit(clk, rst, ld, D, Q);
    input clk, rst, ld;
    input [3:0] D;
    output reg [3:0] Q;
    always @(posedge clk or negedge rst) begin
        if (!rst)
            Q <= 4'b0000;
        else if (!ld)
            Q <= D;
    end
endmodule
module reg5bit(clk, rst, ld, D, Q);
    input clk, rst, ld;
    input [4:0] D;
    output reg [4:0] Q;
    always @(posedge clk or negedge rst) begin
        if (!rst)
            Q <= 5'b00000;
        else if (!ld)
            Q <= D;
    end
endmodule
File: run.sh
#!/bin/bash
# OpenROAD 26Q1-2900-gdf79404cd8, Yosys 0.63+post, stock flow scripts
make -C /OpenROAD-flow-scripts/flow DESIGN_CONFIG=/design/flow/config.mk WORK_HOME=/design/flow/orfs finish
==> qor.txt <==
Status - complete, but fails checks
Failing checks - negative setup slack
Worst vdd rail ir drop - 0.290 mV
Min Tclk post-route - 3.80 ns
Worst path slowest cell - fa_2
Hold buffers post-CTS - 0
CP Class - in -> reg
Max-cap violations - 0
Main synth FF type - dfrtp_1
First-pass GRT wire length - 5140 um
Die area - 10200 um2
Setup repair after global routing missed its margin - yes
Cell Rows - 29
Antenna cell count - 0
GR Overflow Total - 0
Fin util - 0.340
Cycle use final - 2.23
Peak Freq - 0.263 GHz
Worst Setup Start Kind - primary input
Die X - 101 um
Vias per Instance - 3.96
Overall power - 0.00205 W
Final WS setup - -2.10 ns
Post-Syn Area - 1150 um2
Setup crit end kind - register
Data arrival, critical path - 3.91 ns
Register share after synthesis - 0.195
Final Non-Filler Cells - 296
Total Routed Length - 3090 um
Placed cells - 268
Late-Pin Clk Latency - 0.22 ns
Critical path's top delay family - adder cells
Vias in the first global route - 1167
Leak Pwr - 0.985 nW
HPWL Detailed - 2300 um
Wl on met1 - 1500 um
Crit-path max cell delay - 0.57 ns
Reg clk slew, reported paths - 0.04 ns
Area Overhead vs Synth - 86.8%
IO Count - 41
Cell Type Count - 26
Average wire per standard cell - 10.5 um
Final setup fails - 14
Worst R2R Setup Slack - 0.58 ns
Initial DRC count - 51
CTS tree - yes
Max Root-Sink Buffers - 2
Input/output buffers - 37
Root Buffer - clkbuf_8
CP startpoint - a[0]
Setup_tns - -11.67 ns
Post-route ant nets - 0
Routed vias - 1171
GPL Wtd Cong - 0.818
P per Cell Area - 953 nW/um2
DR WL met2 - 1380 um
Pins Over Slew Limit - 0
Final count of hold timing violations - 0
Yosys cell count - 146
Met3 routed wirelength - 166 um
# DRC - 0
Core Util at FP - 0.182
H-tree Lvls - 1
All-Layer GR Usage - 0.0588
CP bufs+invs - 8
Share of layout cells above drive strength 1 - 0.575
Initial antenna violation count - 0
Async S/R FF share, synth - 1.00
Synth flops - 9
Number of enable flip-flop cells - 0
Largest net degree at the start of global routing - 12
Reg-to-reg startpoint - r2.Q[0]
Most used cell, CP - fa_2
Number of CTS-inserted buffers - 3
Mean Syn Cell Area - 7.91 um2
CP Cell Sequence - buf_8 > inv_8 > fa_2 > fa_2 > inv_2 > fa_2 > inv_2 > fa_1 > o21ai_2 > fa_2 > inv_2 > fa_2 > inv_2 > fa_2 > inv_2 > fa_2 > buf_6 > o21ai_2 > mux2_4
Synth Instances - 146
Log Warnings - 36
Core region area - 6350 um2
Hold slack final - 0.410 ns
Top Layer Used - met4
Synth Warn # - 6
Worst Skew - 0 ns
Critical Path Fanout Max - 4
Worst Path Required - 1.81 ns
Drt first pass iters - 3
Chip area line of the yosys report - 1150 um2
Sink Count - 9
Die H - 101 um
HP Class - in -> async
cells in the final DEF (no fill, tap or decap), types with 8 or more instances in the layout:
cell type / count
buf_4: 29
clkdlybuf4s50_1: 18
buf_6: 16
inv_2: 12
buf_2: 11
inv_1: 10
o21ai_1: 9
nor2_1: 9
nand2_1: 8
per-layer routing:
layer,track usage,up-vias
met5,0,-
met3,0.0173,2
met2,0.0860,24
met1,0.0847,540
li1,-,605
met4,0.0107,0
worst reg2reg max path, delay by kind of cell (launching register included):
family	cells	cell delay, ns
mux	1	0.25
flops	1	0.39
buf+inv	3	0.36
power breakdown:
part / internal [W] / total [W] / switching (W)
Sequential: 0.000267 / 0.000354 / 0.0000871
Combinational: 0.000892 / 0.00146 / 0.000571
Clock: 0.000163 / 0.000238 / 0.0000751
layout make-up:
class	count	area (um2)
well taps	77	96.3
clock buffers	4	45.0
multi-input cells	100	991
fillers	602	4190
flip-flops and latches	9	229
inverters	25	106
repair buffers	81	689
Yosys cell counts (2+ instances only):
master | number | area [um2]
inv_1 | 25 | 93.8
o21ai_0 | 15 | 75.1
nand2b_1 | 14 | 87.6
nor2_1 | 13 | 48.8
ha_1 | 10 | 125
dfrtp_1 | 9 | 225
nand2_1 | 9 | 33.8
fa_1 | 8 | 160
buf_4 | 7 | 52.6
a31oi_1 | 5 | 31.3
a21oi_1 | 4 | 20.0
buf_2 | 4 | 20.0
a21boi_0 | 3 | 22.5
o21ai_1 | 3 | 15.0
a21oi_2 | 2 | 17.5
conb_1 | 2 | 7.51
mux2_2 | 2 | 22.5
o31ai_1 | 2 | 15.0
or2_2 | 2 | 12.5
final timing paths:
| kind | to | cells past startpoint |
|---|---|---|
| worst min register to register | r2.Q[4] | 1 |
| worst min-delay path | r2.Q[2] | 1 |
| worst max register to register | r2.Q[0] | 4 |
| max in group asynchronous | r1.Q[3] | 1 |
| worst max-delay path | r2.Q[4] | 19 |
| min in group clk0 | r1.Q[0] | 4 |
flip-flops by register name (all words and copies together), names as in the netlist:
signal  cells
r2.Q        5
r1.Q        4
repair_timing:
item	4_1_cts	5_1_grt
gates cloned	0	0
setup endpoints to repair	22	21
gates resized	106	40
endpoints found under the hold margin	0	0
setup buffers	23	5
pin swaps	33	24
kinds of logic after synthesis:
logic type | count (synthesis) | share of synthesized area
simple gates | 40 | 0.176
buf+inv | 38 | 0.166
compound gates | 37 | 0.191
flops | 9 | 0.195
other cells | 2 | 0.00650
fa+ha+maj | 18 | 0.247
mux | 2 | 0.0195
through the flow:
step                setup slack, ns  area (um2)
floorplan                     -2.23        1180
global placement              -2.86        1700
detailed placement            -2.88        1700
CTS                           -2.14        2050
global route                  -2.23        2160
finish                        -2.10        2160
Power is estimated from default activity; no workload was simulated.
